**design.v**
```verilog
module CREmux #(
    parameter DATA_WIDTH = 32
)(
    input logic [DATA_WIDTH-1:0] ImmExt,
    input logic [DATA_WIDTH-1:0] RD2,
    input logic ALUsrc,
    output logic [DATA_WIDTH-1:0] SrcB
);
assign SrcB = (ALUsrc) ? ImmExt  : RD2;
endmodule
module CREtop #(
    parameter DATA_WIDTH = 32
)(
    input logic [DATA_WIDTH-1:0] instr,
    input logic clk,
    input logic zero,
    input logic [DATA_WIDTH-1:0] WD3,
    input logic [DATA_WIDTH-1:0] PCPlus4,  
    output logic PCSrc,  
    output logic ResultSrc,  
    output logic MemWrite,  
    output logic [3:0] ALUControl,  
    output logic Jump,  
    output logic [DATA_WIDTH-1:0] SrcA,  
    output logic [DATA_WIDTH-1:0] SrcBOut,  
    output logic [DATA_WIDTH-1:0] ImmExt,
    output logic [DATA_WIDTH-1:0] RD2out,
    output logic [DATA_WIDTH-1:0] a0
);
logic Int_ALUSrc;
logic [DATA_WIDTH-1:0] Int_Immediate;
logic [2:0] Int_ImmSrc;
logic Int_RegWrite;
logic [DATA_WIDTH-1:0] Int_SrcB;
ControlUnit ConUnit(
    .op(instr[6:0]),
    .funct3(instr[14:12]),
    .funct7(instr[31:25]),
    .Zero(zero),
    .PCSrc(PCSrc),
    .ResultSrc(ResultSrc),
    .MemWrite(MemWrite),
    .ALUControl(ALUControl),
    .ALUSrc(Int_ALUSrc),
    .ImmSrc(Int_ImmSrc),
    .RegWrite(Int_RegWrite),
    .Jump(Jump)
);
SignExt #(
    .DATA_WIDTH(DATA_WIDTH)
) SignEx(
    .ImmSrc(Int_ImmSrc),  
    .ImmInput(instr[31:7]),  
    .ImmExt(Int_Immediate)  
);
CREmux #(
    .DATA_WIDTH(DATA_WIDTH)
) mux(
    .ImmExt(Int_Immediate),  
    .RD2(Int_SrcB),  
    .ALUsrc(Int_ALUSrc),  
    .SrcB(SrcBOut)
);
RegFile #(
    .DATA_WIDTH(DATA_WIDTH)
) Register(
    .clk(clk),
    .A1(instr[19:15]),  
    .A2(instr[24:20]),  
    .A3(instr[11:7]),  
    .WD3(WD3),  
    .WE3(Int_RegWrite),  
    .RD1(SrcA),
    .RD2(Int_SrcB),
    .a0(a0)
);
assign ImmExt = Int_Immediate;
assign RD2out = Int_SrcB;
endmodule
module ControlUnit(
    input logic [6:0] op,
    input logic [2:0] funct3,
    input logic [6:0] funct7,
    input logic Zero,
    output logic PCSrc,
    output logic ResultSrc,
    output logic MemWrite,
    output logic [3:0] ALUControl,
    output logic ALUSrc,
    output logic [2:0] ImmSrc,
    output logic RegWrite,
    output logic Jump  
);
always_comb begin
    PCSrc      = 0;
    ResultSrc  = 0;
    MemWrite   = 0;
    ALUControl = 4'b0000;
    ALUSrc     = 0;
    ImmSrc     = 3'b000;
    RegWrite   = 0;
    Jump       = 0;
    case(op)
        7'b0110011: begin
            RegWrite = 1'b1;
            ALUSrc   = 1'b0;
            case(funct3)
                3'b000: ALUControl = (funct7 == 7'b0100000) ? 4'b0001 : 4'b0000;  
                3'b111: ALUControl = 4'b0010;  
                3'b110: ALUControl = 4'b0011;  
                3'b100: ALUControl = 4'b0101;  
                3'b001: ALUControl = 4'b1010;  
                3'b101: ALUControl = (funct7 == 7'b0100000) ? 4'b0111 : 4'b0110;  
                3'b010: ALUControl = 4'b1000;  
                3'b011: ALUControl = 4'b1001;  
                default: ALUControl = 4'b0000;
            endcase
        end
        7'b0010011: begin 
            RegWrite = 1;  
            ALUSrc = 1;  
            ImmSrc = 3'b000;  
            case (funct3)
                    3'b000: ALUControl = 4'b0000;  
                    3'b111: ALUControl = 4'b0010;  
                    3'b110: ALUControl = 4'b0011;  
                    3'b100: ALUControl = 4'b0101;  
                    3'b001: ALUControl = 4'b1010;  
                    3'b101: ALUControl = (funct7 == 7'b0100000) ? 4'b0111 : 4'b0110;  
                    3'b010: ALUControl = 4'b1000;  
                    3'b011: ALUControl = 4'b1001;  
                    default: ALUControl = 4'b0000;
            endcase
            end
        7'b0000011: begin  
                RegWrite   = 1;
                ALUSrc    = 1;
                ResultSrc  = 1;
                ImmSrc     = 3'b000;
                ALUControl = 4'b0000;  
            end
            7'b0100011: begin  
                MemWrite   = 1;
                ALUSrc     = 1;
                ImmSrc     = 3'b001;
                ALUControl = 4'b0000;  
            end
            7'b1100011: begin  
                ALUSrc = 1'b0;
                ImmSrc = 3'b010;
                ALUControl = 4'b0001;  
                case(funct3)   
                    3'b000: PCSrc = Zero;  
                    3'b001: PCSrc = ~Zero;   
                    default: PCSrc = 0;
                endcase
            end
            7'b1101111: begin  
                PCSrc      = 1;
                RegWrite   = 1;
                ImmSrc     = 3'b100;
                Jump       = 1;  
            end
            7'b0110111: begin  
                ALUSrc     = 1;
                RegWrite   = 1;
                ImmSrc     = 3'b011;
                ALUControl = 4'b0000;
            end
            default: begin
            end
        7'b1100111: begin  
            PCSrc = 1;
            RegWrite   = 1;       
            ALUSrc     = 1;       
            ImmSrc     = 3'b000;  
            ALUControl = 4'b0000;  
            Jump       = 1;       
        end
    endcase
end
endmodule
module RegFile #(
    parameter DATA_WIDTH = 32,
    parameter NUM_REGS = 32
)(
    input logic clk,
    input logic [$clog2(NUM_REGS)-1 :0] A1,
    input logic [$clog2(NUM_REGS)-1 :0] A2,
    input logic [$clog2(NUM_REGS)-1 :0] A3,
    input logic [DATA_WIDTH -1 :0] WD3,  
    input logic WE3,
    output logic [DATA_WIDTH -1 :0] RD1,  
    output logic [DATA_WIDTH -1 :0] RD2,  
    output logic [DATA_WIDTH -1 :0] a0  
);
logic [DATA_WIDTH -1:0] regs [NUM_REGS];
initial begin
    for (int i = 0; i < NUM_REGS; i++) begin
        regs[i] = 32'b0;
    end
end
always_ff @(posedge clk) begin
    if(WE3 && A3 != 0) begin   
        regs[A3] <= WD3;  
    end
end
    assign RD1 = (A1== 0) ? 32'b0 :regs[A1];
    assign RD2 = (A2== 0) ? 32'b0 : regs[A2];
    assign a0 = regs[10];  
endmodule
module SignExt #(
    parameter DATA_WIDTH = 32
)(
    input [2:0] ImmSrc,
    input [DATA_WIDTH-1:7] ImmInput,
    output [DATA_WIDTH -1:0] ImmExt
);
logic [11:0] immS;
logic [12:0] immB;
logic [20:0] immJ;
logic   [DATA_WIDTH-1:0] Int_ImmExt;
always_comb begin
    immS = '0;
    immB = '0;
    immJ = '0;
    Int_ImmExt = '0;
    case(ImmSrc)
        3'b000: begin
            Int_ImmExt = {{20{ImmInput[31]}}, ImmInput[31:20]};
        end     
        3'b001:begin
            immS = {ImmInput[31:25],ImmInput[11:7]};
            Int_ImmExt = {{20{immS[11]}}, immS};
        end
        3'b010: begin
            immB = {ImmInput[31],ImmInput[7],ImmInput[30:25], ImmInput[11:8],1'b0};
            Int_ImmExt = {{19{immB[12]}}, immB};
        end
        3'b011: begin
            Int_ImmExt = {ImmInput[31:12], 12'b0};  
        end
        3'b100: begin
            immJ = {ImmInput[31],ImmInput[19:12],ImmInput[20],ImmInput[30:21], 1'b0};  
            Int_ImmExt = {{11{immJ[20]}}, immJ};
        end
        default: Int_ImmExt = 32'b0;
    endcase
end
assign ImmExt = Int_ImmExt;
endmodule
```
**constraint.sdc**
```tcl
current_design CREtop

set clk_period 11.1
set clk_io_pct 0.2

create_clock -name clk0 -period $clk_period [get_ports {clk}]

set non_clock_inputs [all_inputs -no_clocks]
set_input_delay [expr $clk_period * $clk_io_pct] -clock clk0 $non_clock_inputs
set_output_delay [expr $clk_period * $clk_io_pct] -clock clk0 [all_outputs]
```
**run.sh**
```bash
#!/bin/bash
# OpenROAD 26Q1-2900-gdf79404cd8, Yosys 0.63+post, stock flow scripts
make -C /OpenROAD-flow-scripts/flow DESIGN_CONFIG=/design/flow/config.mk WORK_HOME=/design/flow/orfs finish
```
**config.mk**
```make
export PLATFORM = sky130hd
export DESIGN_NAME = CREtop
export DESIGN_NICKNAME = CREtop
export VERILOG_FILES = /design/flow/design.v
export SDC_FILE = /design/flow/constraint.sdc
export NUM_CORES = 4
export LEC_CHECK = 1
export CORE_UTILIZATION = 50
```
==> flow_summary.json <==
{
  "status": "finished, final reports clean",
  "cts.sinks": 1024,
  "yosys_area_um2": 48500,
  "whs_ns": 2.33,
  "num_io_pins": 266,
  "p_sw_share_pct": 21.9,
  "grt_usage_pct": 34.6,
  "synth_area_per_cell_um2": 18.7,
  "synthCells": 2592,
  "row_count": 113,
  "vias": 28400,
  "gp_congestion": 0.884,
  "routed_wl_mm": 149,
  "relSlewSlack_pct": 32.4,
  "antenna_found_initial": 3,
  "hp-class": "input port to flip-flop",
  "pwr_density_cell_nw_per_um2": 156,
  "synth-simple-area-share_pct": 2.72,
  "grt_pass1_wl_mm": 213,
  "ir_drop_v": 0.000111,
  "worstSetupPathType": "input port to primary output",
  "portBuffers": 233,
  "syn_area_um2": 48500,
  "cts_tree": "yes",
  "fin_crit_ns": 8.26,
  "fin_crit_sh_pct": 74.4,
  "routedWlPerCell_um": 35.0,
  "warnings": 59,
  "postCtsResizedCells": 0,
  "aoi_share_pct": 4.82,
  "dr.pass1.iters": 5,
  "htreeDepth": 3,
  "mux_share_pct": 26.4,
  "final.setup.tns_ns": 0,
  "fp.dieW_um": 313,
  "clk_pin_slew_ns": 0.06,
  "topCombFamilyByArea": "multiplexers",
  "yosysWarnings": 3,
  "dr.first_iter.drc_count": 1817,
  "cp_top_family": "buffers and inverters",
  "post_cts_buffers": 0,
  "worst_slew_pin_slew_ns": 1.01,
  "worst-path-buf-inv": 4,
  "area_growth_pct": 16.2,
  "adder_share_pct": 0,
  "fp.coreArea_um2": 95400,
  "p_switching_uw": 1920,
  "edf_count": 1024,
  "finalHoldViolations": 0,
  "grt_max_degree": 100,
  "pwr-share-clk_pct": 42.1,
  "report.final.slew_viol_count": 0,
  "chipArea_um2": 98200,
  "worstSetupEndpointType": "primary output",
  "synthFlopType": "edfxtp_1",
  "drc": 0,
  "p_total_uw": 8760,
  "cts_made_buffers": 109,
  "largest_reg_flops": 1024,
  "ys_ff": 1024,
  "fmax_ghz": 0.121,
  "crit_path_start_kind": "input port",
  "regMostFlops": "Register.regs",
  "fp-utilization_pct": 50.8,
  "path_cells": "buf_8 -> buf_4 -> buf_4 -> mux4_1 -> a22o_1 -> a211oi_1 -> a2111oi_1 -> mux2_2 -> clkdlybuf4s50_1",
  "post_drt_via_cell_ratio": 6.69,
  "synth-xor-area-share_pct": 0.0361,
  "dpl.hpwl_mm": 86.0,
  "die_h_um": 313,
  "ys_seq_share_pct": 63.4,
  "yosys_cells": 2592,
  "ant_nets": 0,
  "clockBufferDepth": 3,
  "critPathRequiredTime_ns": 8.88,
  "cp_slowest_cell": "mux4_1",
  "grt_overflow": 0,
  "ctsHoldBuffers": 0,
  "crit_fanout": 41,
  "crit_path_max_incr_delay_ns": 0.66,
  "crit_top_cell": "buf_4",
  "p_seq_share_pct": 48.8,
  "fillers": 6860,
  "setup-violations-final": 0,
  "async_flop_share_pct": 0,
  "internal_power_uw": 6840,
  "finalInstanceArea_um2": 56300,
  "synth.distinct_cells": 65,
  "p_comb_share_pct": 9.1,
  "grt_pass1_vias": 31500,
  "leakage_uw": 0.0186,
  "max_cap_viol_count": 0,
  "root_buffer": "clkbuf_16",
  "largestRegisters": "Register.regs: 1024 flops",
  "placed_cell_area_um2": 52700,
  "drive_gt1_share_pct": 25.8,
  "rsz0062_at_grt": "false",
  "final_util_pct": 59.0,
  "arrival_ns": 6.04
}
==> logic make-up after synthesis <==
kind of cell	Yosys count
AOI/OAI and AO/OA	319
xor gates and xnor gates	2
buffers and inverters	243
DFF	1024
muxes	738
other	1
and+or+nand+nor	265
==> per-layer routing <==
layer / part of all wire [%] / global-route usage [%]
met5: 0.60 / 7.11
met3: 21 / 29.9
met4: 3.4 / 8.33
met2: 45 / 46.8
met1: 31 / 43.6
==> stage by stage <==
| stage | worst slack, ns | std cells |
|---|---|---|
| after floorplan | 4.85 | 2623 |
| after global placement | 2.84 | 4041 |
| after detailed placement | 2.82 | 4041 |
| after CTS | 2.81 | 4245 |
| after global routing | 2.57 | 4246 |
| final | 2.84 | 4247 |
==> power groups by stage <==
stage	registers (uW)	logic, uW	clock network, uW
CTS	4280	797	3740
global route	4280	849	3890
finish	4280	797	3690
==> layout make-up <==
| class | instances | area, um2 | share of cell area (%) |
|---|---|---|---|
| Timing Repair Buffer | 355 | 3320 | 5.90 |
| Antenna cell | 2 | 5.00 | 0.00889 |
| Clock buffer | 136 | 2910 | 5.18 |
| Clock inverter | 68 | 713 | 1.27 |
| Inverter | 41 | 154 | 0.273 |
| Multi-Input combinational cell | 1356 | 16900 | 30.0 |
| Tap cell | 1265 | 1580 | 2.81 |
| Sequential cell | 1024 | 30700 | 54.6 |
==> cell usage after synthesis (8+ instances only) <==
library cell | number | area [um2]
a211oi_1 | 12 | 90.1
a21o_1 | 23 | 173
a22o_1 | 15 | 131
a22oi_1 | 147 | 1100
a31oi_1 | 12 | 75.1
and2_1 | 9 | 56.3
and4_1 | 15 | 131
buf_1 | 14 | 52.6
buf_2 | 47 | 235
buf_4 | 24 | 180
buf_6 | 23 | 259
clkbuf_1 | 93 | 349
edfxtp_1 | 1024 | 30700
inv_1 | 41 | 154
mux2_2 | 11 | 124
mux2i_1 | 298 | 2980
mux4_2 | 422 | 9500
nand2_1 | 65 | 244
nand3_1 | 65 | 325
nor2_1 | 64 | 240
nor2b_1 | 8 | 50.1
o21ai_0 | 40 | 200
o221ai_1 | 9 | 78.8
o22ai_1 | 9 | 56.3
o2bb2ai_1 | 14 | 123
==> final timing paths <==
check / cells after the start / start / end / slack (ns)
hold / removal: 2 / WD3[30] / Register.regs[15][30] / 2.33
setup / recovery: 9 / instr[20] / SrcBOut[12] / 2.84
==> placed cells by master, fill, tap and decap left out, types with 8 or more instances in the layout <==
cell type,instances
buf_4,118
mux2i_1,298
o22ai_1,9
o221ai_1,9
clkinv_2,16
a22o_1,15
edfxtp_1,1024
clkbuf_16,113
and4_1,15
clkinv_1,30
o2bb2ai_1,14
a21o_1,23
a22oi_1,147
nor2_4,33
o21ai_0,40
nor2_1,29
mux2_2,11
clkbuf_1,23
inv_1,41
bufinv_16,15
nand3_1,65
a211oi_1,12
and2_1,8
nand2_1,65
a31oi_1,12
conb_1,32
clkdlybuf4s50_1,226
mux4_2,422
No activity file was given, so power comes from the tool's default toggle rates.
