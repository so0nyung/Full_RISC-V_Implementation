--- ./config.mk ---
export PLATFORM = sky130hd
export DESIGN_NAME = PCRegi
export DESIGN_NICKNAME = PCRegi
export VERILOG_FILES = /design/flow/design.v
export SDC_FILE = /design/flow/constraint.sdc
export NUM_CORES = 4
export LEC_CHECK = 1
export CORE_UTILIZATION = 30
--- ./constraint.sdc ---
current_design PCRegi

set clk_period 16.1
set clk_io_pct 0.2

create_clock -name clk0 -period $clk_period [get_ports {clk}]

set non_clock_inputs [all_inputs -no_clocks]
set_input_delay [expr $clk_period * $clk_io_pct] -clock clk0 $non_clock_inputs
set_output_delay [expr $clk_period * $clk_io_pct] -clock clk0 [all_outputs]
--- ./design.v ---
module PCAdd #(
    DATA_WIDTH = 32
)(
    input logic [DATA_WIDTH-1:0] PC,
    input logic [DATA_WIDTH-1:0] ImmOp,
    output logic [DATA_WIDTH-1:0] branch_PC
);
always_comb begin
    branch_PC = PC + ImmOp; 
end
endmodule
module PCReg #(
    offset = 4,
    DATA_WIDTH = 32
)(
    input logic     clk,
    input logic     rst,
    input logic     [DATA_WIDTH-1 :0] next_PC,
    output logic    [DATA_WIDTH-1 :0 ] PC,
    output logic [DATA_WIDTH-1:0] inc_PC
);
always_ff @(posedge clk or posedge rst) begin
    if(rst) begin
        PC <= '0;
        inc_PC <= '0;
    end else begin
        PC <= next_PC;
        inc_PC <= PC + offset;
    end
end
endmodule
module PCRegi #(
    parameter DATA_WIDTH = 32
)(
    input logic clk,
    input logic rst,
    input logic PCsrc,
    input logic [DATA_WIDTH-1:0] ImmOperator,
    output logic [DATA_WIDTH-1:0] PC
);
logic [ DATA_WIDTH -1 :0] current_PC;
logic [DATA_WIDTH-1:0] branch_PC_loc;
logic [DATA_WIDTH-1:0] next_PC_loc;
muxReg #(
    .DATA_WIDTH(DATA_WIDTH)
) mux(
    .PCsrc(PCsrc), 
    .branch_PC(branch_PC_loc),
    .inc_PC(inc_PC),
    .next_PC(next_PC_loc)
);
PCReg #(
    .offset(4),
    .DATA_WIDTH(DATA_WIDTH)
) pc_reg(
    .clk(clk),
    .rst(rst),
    .next_PC(next_PC_loc),
    .PC(current_PC),
    .inc_PC(inc_PC)
);
PCAdd #(
    .DATA_WIDTH(DATA_WIDTH)  
) adder(
    .PC(current_PC),
    .ImmOp(ImmOperator), 
    .branch_PC(branch_PC_loc) 
);   
assign PC = current_PC;
endmodule
module muxReg #(
    parameter DATA_WIDTH = 32
)(
    input logic PCsrc,
    input logic [DATA_WIDTH-1:0] branch_PC,
    input logic [DATA_WIDTH-1:0] inc_PC,
    output logic [DATA_WIDTH-1:0] next_PC
);
always_comb begin
    if(PCsrc) begin
        next_PC = branch_PC;
    end else begin
        next_PC = inc_PC;
    end
end
endmodule
--- ./run.sh ---
#!/bin/bash
# OpenROAD 26Q1-2900-gdf79404cd8, Yosys 0.63+post, stock flow scripts
make -C /OpenROAD-flow-scripts/flow DESIGN_CONFIG=/design/flow/config.mk WORK_HOME=/design/flow/orfs finish
==> flow_summary.toml <==
# implementation run metrics
[yosys]
async_flop_share_pct = 100
synthTopCellsByArea = "dfrtp_1 30%, ha_1 14%, a21oi_1 6.2%"
synth_flops = 33
top_cell_area_share_pct = 29.9
synth_seq_share_pct = 29.9
ff_type = "dfrtp_1"
syn_area_sq_mm = 0.00277
ys_area_sq_mm = 0.00277
ys_cells = 316
syn_inst = 316
most_common_cell = "a21oi_1"
synth_cell_type_count = 49
edf_count = 0
common_cells = "34 x a21oi_1, 33 x dfrtp_1, 31 x ha_1, 31 x nand2_1, 23 x and2_1"
largest_area_cell = "dfrtp_1"
avgSynthCellArea_sq_um = 8.75
yosysWarnings = 6

[setup_path]
slowest_delay_ns = 0.46
path_cells = "clkdlybuf4s50_1, ha_1, inv_1, fa_1, nor2b_1, o31ai_1, a21bo_2, a31oi_1, a31oi_1, xnor2_1, and2_1"
critical_path_class = "primary input to flop"
r2r-start = "pc_reg.PC[3]"
cp.arrival_ns = 5.78
cp.required_ns = 16.28
rr_worst_depth = 8
reg2reg_slack_ns = 13.47
cp_slowest_cell = "clkdlybuf4s50_1"
endpoint_kind = "flop"
startpoint = "ImmOperator[0]"
path_common_cell = "a31oi_1"
start_kind = "primary input"
path_max_fanout = 4
worstSetupEndpoint = "pc_reg.PC[26]"
rr_endpoint = "pc_reg.PC[31]"

[global_route]
grt_pass1_wl_um = 11800
grt_max_degree = 36
antenna_found_initial = 0
grt_pass1_vias = 2470
grt_overflow_total = 0
grt_usage_pct = 15.5

[power]
p_leak_nw = 1.60
power.density_mw_per_mm2 = 181
ir_worst_vdd_mv = 0.0620

[placement]
place_area_sq_mm = 0.00354
portBuffers = 66
gp_congestion = 0.855
place_hpwl_um = 5440

[detailed_routing]
drt-pass1-iter-count = 25
num_vias = 2524
ant_nets = 0
routed_via_density = 5.14
diodes = 0
drc = 0
wire_per_inst_um = 14.5
wl_um = 7140
drt_iter0_markers = 98

[flow_run]
drv_cap = 0
warnings = 25

[clock_tree]
worstSkewPairLatency_ns = 0.28
cts-resized-gates = 0
hold_buffers = 0
clock_sinks = 33
clkTransAtPathRegs_ns = 0.07
postCtsSetupBuffers = 0
cts_max_level = 2
cts_root_buf = "clkbuf_8"
cts_tree = "done"
cts.path.max_buffers = 2
cts_inserted_buffers = 5

[layout]
synthToLayoutAreaGrowth_pct = 31.0
postLayoutCellArea_sq_mm = 0.00362
layout-drive-gt1-share_pct = 4.18

[floorplan]
die_w_um = 98.0
fp.dieH_um = 98.0
rows = 34
die_area_sq_mm = 0.00961
fp_util_pct = 31.4
fp.coreArea_sq_mm = 0.00881
io_pins = 67

[outcome]
status = "finished clean"

[sta]
maxSlewHeadroom_pct = 56.5
max_freq_mhz = 178
worst_pin_slew_ns = 0.636
setup_viol = 0
post-route-min-period_ns = 5.61
hold_viol = 0
finClkSkew_ns = 0.00550
rsz0062_at_grt = "no"
slew_viol_final = 0
final.period_utilization_pct = 34.8
tns_ns = 0

[hold_path]
hold_path.class = "flop to flop"
hold-path-cell-count = 0
==> per-layer routing <==
| layer | vias up | GRT usage, % | part of all wire [%] |
|---|---|---|---|
| li1 | 1289 | - | - |
| met1 | 1176 | 23.8 | 51 |
| met2 | 55 | 24.1 | 44 |
| met3 | 4 | 2.18 | 3.9 |
| met4 | 0 | 2.10 | 0.95 |
| met5 | - | 0 | 0 |
==> layout make-up <==
class / count / area, sq um
fillers: 879 / 5180
flip-flops and latches: 33 / 826
multi-input cells: 268 / 1880
inverters: 6 / 22.5
well taps: 108 / 135
clock buffers: 8 / 80.1
repair buffers: 68 / 676
==> sequential cells by signal, indices dropped and copies added, names as in the netlist <==
register,flops
pc_reg.inc_PC,1
pc_reg.PC,32
==> per-stage QoR <==
step	power (mW)	instances	worst slack, ns	utilization, %	hold WS, ns
2_1_floorplan	0.442	316	10.90	-	0.357
3_3_place_gp	0.597	483	10.24	40.2	0.394
3_5_place_dp	0.595	483	10.20	40.2	0.393
4_1_cts	0.663	491	10.49	41.1	0.418
5_1_grt	0.725	491	10.26	41.1	0.437
6_report	0.657	491	10.49	41.1	0.416
==> power by group <==
part	leakage [nW]	internal [mW]	switching [mW]
Sequential	0.422	0.122	0.0231
Clock	0.0395	0.0308	0.0306
Combinational	1.13	0.231	0.220
==> cell families after synthesis <==
kind of cell    count (synthesis)  share of synthesized area (%)
mux                             2                          0.769
compound gates                 99                           23.9
xor+xnor                       23                           7.28
flops                          33                           29.9
buf+inv                        15                           2.04
fa+ha+maj                      32                           14.7
simple gates                  112                           21.4
==> worst max-delay path, delay by kind of cell <==
family,cells,cell delay (ns)
and+or+nand+nor,2,0.35
AOI/OAI and AO/OA,4,0.95
xor gates and xnor gates,1,0.14
buffers and inverters,2,0.53
adders and majority gates,2,0.58
==> worst min-delay path by stage <==
stage / start / endpoint / slack, ns
4_1_cts: pc_reg.PC[0] / pc_reg.inc_PC[0] / 0.42
5_1_grt: pc_reg.PC[0] / pc_reg.inc_PC[0] / 0.44
6_report: pc_reg.PC[0] / pc_reg.inc_PC[0] / 0.42
==> layout by cell type, fill, tap and decap left out, types with 2 or more instances in the layout <==
| master | count |
|---|---|
| a31oi_1 | 6 |
| o21bai_1 | 2 |
| o21ai_0 | 13 |
| a21oi_2 | 2 |
| buf_4 | 2 |
| nor2b_1 | 9 |
| xor2_1 | 9 |
| a221oi_1 | 2 |
| a211oi_1 | 6 |
| nor3_1 | 2 |
| dfrtp_1 | 33 |
| nor2_1 | 15 |
| clkbuf_8 | 5 |
| o211ai_2 | 2 |
| a21oi_1 | 34 |
| inv_1 | 6 |
| and2_1 | 23 |
| clkbuf_1 | 3 |
| a2111oi_0 | 2 |
| nor3b_1 | 2 |
| nand2b_1 | 4 |
| nand3_1 | 6 |
| nand4_1 | 8 |
| and4_1 | 2 |
| o21a_1 | 4 |
| xnor2_1 | 14 |
| ha_1 | 31 |
| nand2_1 | 31 |
| and3_1 | 4 |
| clkdlybuf4s50_1 | 66 |
| a21o_1 | 13 |
| o211ai_1 | 2 |
Power figures rest on the tool's default switching activity, not on a simulated workload.
